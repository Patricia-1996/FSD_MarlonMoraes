--- /design/flow/config.mk ---
export PLATFORM = sky130hd
export DESIGN_NAME = NanoCPU
export DESIGN_NICKNAME = NanoCPU
export VERILOG_FILES = /design/flow/design.v
export SDC_FILE = /design/flow/constraint.sdc
export NUM_CORES = 4
export LEC_CHECK = 1
export CORE_UTILIZATION = 50
export SYNTH_HDL_FRONTEND = slang
--- /design/flow/constraint.sdc ---
current_design NanoCPU

set clk_period 9.2
set clk_io_pct 0.2

create_clock -name clk0 -period $clk_period [get_ports {ck}]

set non_clock_inputs [all_inputs -no_clocks]
set_input_delay [expr $clk_period * $clk_io_pct] -clock clk0 $non_clock_inputs
set_output_delay [expr $clk_period * $clk_io_pct] -clock clk0 [all_outputs]
--- /design/flow/design.v ---
module Reg16bit (
    input logic ck, rst, we, 
    input logic [15:0] D,
    output logic [15:0] Q
);
    always_ff @(posedge ck or posedge rst) begin
        if (rst) begin
            Q <= 'b0;
        end else if (we) begin
            Q <= D;
        end
    end
endmodule
module NanoCPU (
    input  logic ck, rst,
    output logic [7:0]  address,
    input  logic [15:0] dataR,
    output logic [15:0] dataW,
    output logic ce, we
);
    typedef enum logic [3:0] {
        iREAD, iWRITE, iJMP, iBRANCH, iXOR, iSUB, iADD, iLESS, iEND
    } instType;
    instType inst;
    typedef enum logic [3:0] {
        IDLE, FETCH, EXEC, LD, WRITE, ALU, JMP, BRANCH, fim
    } EAType;
    EAType EA;
    logic [15:0] reg_bank [3:0];     
    logic wPC, wIR, wReg;
    logic [3:0] wen;
    logic [1:0] addReg;
    logic [15:0] IR, RS1, RS2, muxRegIn, outalu, muxPC, PC;
   assign dataW   = outalu;
   assign address = (EA==FETCH) ? PC[7:0] : IR[11:4];
   assign ce      = 1;
   assign we      = 0;                
   genvar i;
   generate
    for (i = 0; i < 4; i++) begin
        assign wen[i] = (addReg == i && wReg);
        Reg16bit reg_inst (.ck(ck), .rst(rst), .we(wen[i]), .D(muxRegIn), .Q(reg_bank[i]) );
    end
   endgenerate
    assign addReg   =  (EA == LD) ? IR[1:0] : IR[9:8];         
    assign muxRegIn = (EA == LD) ? dataR : outalu;           
   assign RS1 = reg_bank[IR[5:4]];     
   assign RS2 = reg_bank[IR[1:0]];
   always_comb begin
        unique case (inst)
            iWRITE : outalu = RS2;
            iXOR  : outalu = RS1 ^ RS2;
            iSUB  : outalu = RS1 - RS2;
            iLESS  :  outalu = (RS1 < RS2) ? 'h0001 : 'h0000;
            default: outalu = RS1 + RS2;
        endcase
    end
   Reg16bit R_IR (.ck(ck), .rst(rst), .we(wIR), .D(dataR), .Q(IR));
   Reg16bit R_PC (.ck(ck), .rst(rst), .we(wPC), .D(muxPC), .Q(PC));
   assign  muxPC =  PC + 1;             
   always_comb begin                
        case (IR[15:12])            
            4'h0: inst = iREAD;
            4'h1: inst = iWRITE;
            4'h2: inst = iJMP;
            4'h3: inst = iBRANCH;
            4'h4: inst = iXOR;
            4'h5: inst = iSUB;
            4'h6: inst = iADD;
            4'h7: inst = iLESS;
            default: inst = iEND;
        endcase
    end
    assign wPC  = (EA inside {LD, ALU, WRITE, JMP, BRANCH});
    assign wReg = (EA inside {LD, ALU});
    assign wIR  = (EA == FETCH);
    always_ff @(posedge ck or posedge rst) begin    
      if (rst)
        EA <= IDLE;
      else begin
        unique case (EA)
            IDLE:    EA <= FETCH;
            FETCH:   EA <= EXEC;
            EXEC:    unique case (inst)           
                         iEND:     EA <= fim;
                        iWRITE: EA <= WRITE;
                         iREAD:    EA <= LD;
                        iJMP:     EA <= JMP;
                        iBRANCH: EA <= BRANCH;
                         default:  EA <= ALU;
                     endcase
            fim:     EA <= fim;
            default: EA <= FETCH;
        endcase
       end
   end
endmodule
--- /design/flow/run.sh ---
#!/bin/bash
# OpenROAD 26Q1-2900-gdf79404cd8, Yosys 0.63+post, stock flow scripts
make -C /OpenROAD-flow-scripts/flow DESIGN_CONFIG=/design/flow/config.mk WORK_HOME=/design/flow/orfs finish
==> out/results.txt <==
input/output buffers = 41
per-cell routed wire length = 21.8 µm
TritonCTS clock tree = yes
FF-to-FF setup slack = 4680 ps
outcome = completed
root buffer cell = clkbuf_16
first-pass GRT wire length = 33.3 mm
post-route clock period utilization = 0.746
CTS Hold Bufs = 0
Synth Instances = 751
Buf/Inv on CP = 3
TNS Setup = 0 ps
die footprint = 14600 µm²
YS chip area = 7050 µm²
post-layout min period = 6860 ps
final RePlAce weighted congestion = 0.969
Synth top area share = 0.330
required time worst endpoint = 7360 ps
kind of end point of the critical path = output port
Yosys warnings = 0
#FFs+latches synth = 94
Slowest-stage cell, CP = dfrtp_1
fin. max-slew vios = 0
chip width = 121 µm
endpoints failing setup = 0
H-Tree Depth = 3
1st-iter DRT viols = 482
post-synthesis cell area = 7050 µm²
max-cap violation count = 0
setup bufs post-CTS = 0
die height = 121 µm
Distinct lib cells used = 84
slew of the pin with the lowest slew margin = 1140 ps
CP arrival = 5020 ps
layout cells sized above 1 = 0.165
Post-CTS Resized = 0
routed vias = 6069
most used flip-flop cell = dfrtp_1
Floorplan Utilization = 0.510
GR Overflow Total = 0
fin util = 0.574
unrepaired setup endpoints after global routing = false
via/cell ratio = 6.30
synth-to-layout area growth = 12.5%
final setup skew = 6.86 ps
Synth top cell by count = nand2_1
Post-Syn Area per Cell = 9.39 µm²
register share after synthesis = 0.334
Num Clock Sinks = 94
detailed placer's ending HPWL = 15.7 mm
nature of the critical path startpoint = flop
core area = 13800 µm²
# diodes = 0
Hold Crit Class = flop to flop
clock latency (worst-skew pair) = 350 ps
Top area cell types = dfrtp_1 (33%), mux4_2 (10%), mux2_2 (5.7%)
count of library flops with an enable pin = 0
row cnt = 43
Slew HR = 0.235
Ports = 44
vias in the first global route = 6080
crit path cell chain = buf_4 > mux4_2 > fa_1 > a21o_1 > a221o_1 > a221oi_2 > mux2_1 > a211o_2 > a211oi_2 > inv_1 > clkdlybuf4s50_1
FFs w/ async S/R, synth = 1.00
Largest stage delay, worst path = 670 ps
CTS Buffer Depth = 2
CTS buffer count = 9
top cells by count, synth = nand2_1 (96), dfrtp_1 (93), a21oi_1 (56)
largest net degree at the start of global routing = 51
cell taking the most area after synthesis = dfrtp_1
ys cells = 751
CP Class = flop to output port
DR DRC count = 0
CP top delay family = AND-OR/OR-AND gates
fmax = 146 MHz
Clock Pin Slew Worst Setup and Hold Paths = 60 ps
DRT Pass-1 Iters = 7
Hold Fails Final Rpt = 0
Crit Path Max Fanout = 9
Detailed Route WL = 21.0 mm
antenna violations before repair = 0
Post-DRT Antenna Nets = 0
gr usage total = 0.320
tool warnings = 40
-- routing by layer --
layer  vias up  part of all wire  GRT usage
met3        53             0.097      0.118
li1       2786                 -          -
met4         0             0.033     0.0926
met2       294              0.44      0.457
met5         -                 0     0.0221
met1      2936              0.43      0.478
-- layout make-up --
| class | instances | area (µm²) |
|---|---|---|
| fill | 1169 | 5900 |
| multi-input combinational | 568 | 4320 |
| sequential | 94 | 2350 |
| clock buffer | 11 | 243 |
| clock inverter | 5 | 67.6 |
| tap | 180 | 225 |
| timing repair buffer | 60 | 553 |
| inverter | 46 | 174 |
-- worst register-to-register path, stage by stage, from the launching register on --
cell and delay, ps:
dfrtp_1 670, buf_4 330, mux4_2 620, fa_1 490
a21o_1 210, a221o_1 410, a221oi_2 440, mux2_1 360
a211o_2 270, a211oi_2 400, a221oi_1 180
-- final timing paths --
path | start | to | cells after the start
min in group asynchronous | rst | genblk1[0].reg_inst.Q[2]$_DFFE_PP0P_ | 2
min | R_IR.Q[10]$_DFFE_PP0P_ | R_IR.Q[10]$_DFFE_PP0P_ | 2
max | R_IR.Q[4]$_DFFE_PP0P_ | dataW[14] | 11
max in group asynchronous | rst | genblk1[3].reg_inst.Q[11]$_DFFE_PP0P_ | 3
min reg2reg | R_IR.Q[10]$_DFFE_PP0P_ | R_IR.Q[10]$_DFFE_PP0P_ | 2
max reg2reg | R_IR.Q[4]$_DFFE_PP0P_ | genblk1[1].reg_inst.Q[14]$_DFFE_PP0P_ | 10
-- registers in the layout (all words and copies together) (netlist names) --
| register | cells |
|---|---|
| EA | 8 |
| R_IR.Q | 14 |
| R_PC.Q | 8 |
| genblk1.reg_inst.Q | 64 |
-- cell families after synthesis --
logic type / Yosys count / share of synthesized area
adder cells (fa/ha/maj): 34 / 0.0624
flip-flops: 94 / 0.334
multiplexers: 72 / 0.166
AND-OR/OR-AND: 204 / 0.198
XOR/XNOR: 14 / 0.0174
buffers and inverters: 90 / 0.0550
AND/OR/NAND/NOR: 241 / 0.167
other: 2 / 0.00106
-- placed cells by master (no fill, tap or decap), types with 5 or more instances in the layout --
cell type and count:
a211oi_1 6, a21o_1 12, a21oi_1 56, a221oi_1 7, a31oi_1 12, and2_1 7
and3_1 8, buf_4 19, clkbuf_16 9, clkdlybuf4s50_1 41, dfrtp_1 93, ha_1 32
inv_1 44, mux2_2 36, mux4_2 32, nand2_1 96, nand2b_1 23, nand3_1 7
nand4_1 5, nor2_1 48, nor2b_1 9, nor3_1 7, nor4_1 6, o21ai_0 33
o21ai_1 14, o31ai_1 5, xnor2_1 10
-- metrics by stage --
| step | hold WS, ps | setup WS [ps] | cell area, µm² | std cells |
|---|---|---|---|---|
| after floorplan | 442 | 3290 | 7060 | 752 |
| after global placement | 457 | 2750 | 7620 | 948 |
| after detailed placement | 461 | 2680 | 7620 | 948 |
| after CTS | 478 | 2290 | 7930 | 964 |
| after global routing | 502 | 2030 | 7930 | 964 |
| final | 472 | 2340 | 7930 | 964 |
